===== design/flow/config.mk =====
export PLATFORM = sky130hd
export DESIGN_NAME = cmu
export DESIGN_NICKNAME = cmu
export VERILOG_FILES = /design/flow/design.v
export SDC_FILE = /design/flow/constraint.sdc
export NUM_CORES = 4
export LEC_CHECK = 1
export CORE_AREA = 10 10 70 70
export DIE_AREA = 0 0 80 80

===== design/flow/constraint.sdc =====
current_design cmu

set clk_period 1.2
set clk_io_pct 0.2

create_clock -name clk0 -period $clk_period [get_ports {clk_i}]

set non_clock_inputs [all_inputs -no_clocks]
set_input_delay [expr $clk_period * $clk_io_pct] -clock clk0 $non_clock_inputs
set_output_delay [expr $clk_period * $clk_io_pct] -clock clk0 [all_outputs]

===== design/flow/design.v =====
module cmu (
    input clear_i,
    input clk_i,
    input [1:0] ssp_intr_i,
    output reg phi1,
    output reg phi2,
    output wire clk_o,
    output reg clear_o
);
reg [1:0] count = 0;
wire tx_fifo_full;
    assign tx_fifo_full = ssp_intr_i[1];
    assign clk_o = clk_i;
always @(posedge clk_i) begin
    if (clear_i) begin
        count <= 2'b00;
        phi1 <= 1'b0;
        phi2 <= 1'b0;
        clear_o <= 1'b1;
    end else begin
        clear_o <= 1'b0;
        if (!tx_fifo_full) begin
            count <= count + 1;
            case (count)
                2'b00: begin phi1 <= 1'b1; phi2 <= 1'b0; end
                2'b01: begin phi1 <= 1'b1; phi2 <= 1'b0; end
                2'b10: begin phi1 <= 1'b0; phi2 <= 1'b1; end
                2'b11: begin phi1 <= 1'b0; phi2 <= 1'b1; end
            endcase
        end
    end
end
endmodule

===== design/flow/run.sh =====
#!/bin/bash
# OpenROAD 26Q1-2900-gdf79404cd8, Yosys 0.63+post, stock flow scripts
make -C /OpenROAD-flow-scripts/flow DESIGN_CONFIG=/design/flow/config.mk WORK_HOME=/design/flow/orfs finish

==> results.txt <==
fresh numbers from the pnr run: ys cells=19, Die Ht=80 µm, Worst EP arrival=0.94 ns, via count=185, post-place setup slack=-0.179 ns, CP max stage cell=clkbuf_8, first-pass GRT wire length=821 µm, hold path cells=1, Synth top area share=51.3%, antenna violations before repair=0, diode count=0, vias in the first global route=202, Total Wirelength=520 µm, max cap viols=0, Yosys cell types=12, Worst IR Drop VDD=0.000386 V, Worst Hold End=clear_o, Via density=2.31, critical path startpoint category=clock port, Final WS setup=0.0158 ns, Avg WL per Cell=6.50 µm, post-route setup TNS=0 ns, Overflow after GRT=0, Worst slew margin=87.9%, register-to-register setup slack=0.03 ns, Post-Syn Area=195 µm², DIE WIDTH=80 µm, sw power=0.000152 W, Leak=0.174 nW, Tool Warnings=29, Min-Delay Startpoint=clear_i, synthesis-to-finish area growth=110%, share of cells above drive strength 1=47.1%, Tot GR Track Use=1.76%, worst reg2reg endpoint=phi2, sequential fraction of the synthesis area=51.3%, CTS tree=done, Setup crit end kind=output port, clk ins delay skew pair=0.35 ns, CP Data Required Time=0.96 ns, Post-synth area hogs=dfxtp_1, ha_1, a21oi_1, reg2reg start=count[0], crit-path max cell delay=0.12 ns, area leader, netlist=dfxtp_1, die area=0.00640 mm², IO Port Bufs=6, sequential power share=25.5%, final hold vios=0, Int Pwr=0.000595 W, cells along the critical path=clkbuf_8, clkbuf_8, clkbuf_8, Gate power share=8.2%, pwr dens=1820 mW/mm², core area=0.00342 mm², crit path kind=clock port to output port, post-DP HPWL=331 µm, YS chip area=195 µm², I/O pin count=8, post-synthesis average cell area=10.3 µm², Routed Antenna Nets=0, clock power share=66.3%, R2R depth=4, Starting DRT DRC Count=7, outcome=finished, final reports clean, Tightest Pin Transition=0.182 ns, row cnt=21, Worst Skew=0.000601 ns, hold buffers post-CTS=0, Hold Crit Class=input port to register, floorplan utilization=5.71%, RSZ-0062 raised after global routing=true, final tally of setup violations=0, Worst-path clk slew=0.04 ns, most used cell, CP=clkbuf_8, Hold WS=0.476 ns, Net Sw Frac=20.4%, crit-path max FO=2, Synth Instances=19, DRC=0, Final Max Slew Viols=0, GPL Wtd Cong=0.762, DR pass1 iterations=2, largest net degree at the start of global routing=6, Ys Warns=1, synthesized flop and latch total=5
logic make-up (layout without fill, tap and decap cells):
family                   after synthesis  after routing  share of synthesized area (%)
AND-OR/OR-AND                          2              2                           5.13
adder cells (fa/ha/maj)                2              2                           12.8
flip-flops                             5              5                           51.3
AND/OR/NAND/NOR                        7              7                           20.5
buffers and inverters                  2             17                           5.77
XOR/XNOR                               1              1                           4.49
sequential cells by signal, indices dropped and copies added, names as in the netlist:
register	flops
phi1	1
count	2
clear_o	1
phi2	1
per-stage QoR:
step / utilization [%] / cells / power (W) / area [µm²]
4_1_cts: 11.3 / 79 / 0.000757 / 385
3_5_place_dp: 9.16 / 71 / 0.000293 / 313
5_1_grt: 12.0 / 80 / 0.000816 / 410
2_1_floorplan: - / 19 / 0.000247 / 195
6_report: 12.0 / 80 / 0.000748 / 410
3_3_place_gp: 9.16 / 71 / 0.000289 / 313
synthesized netlist by cell type (all sizes together):
master / count
dfxtp: 5
a21oi: 2
ha: 2
nand2: 2
and3b: 1
buf: 1
inv: 1
nor2: 1
or2: 1
or2b: 1
or3: 1
xor2: 1
how the worst max path moves through the flow:
stage | start | endpoint
global route | count[0] | phi2
CTS | clk_i | clk_o
finish | clk_i | clk_o
layout by cell type (no fill, tap or decap), types with 2 or more instances in the layout:
| cell type | synthesis | layout |
|---|---|---|
| clkbuf_8 | 0 | 3 |
| dlygate4sd2_1 | 0 | 3 |
| a21oi_1 | 2 | 2 |
| clkbuf_4 | 0 | 4 |
| dfxtp_1 | 5 | 2 |
| nand2_1 | 2 | 2 |
| clkdlybuf4s50_1 | 0 | 2 |
| buf_4 | 1 | 3 |
| dfxtp_2 | 0 | 3 |
worst max-delay path, delay by kind of cell:
family | cells | cell delay, ns
buf+inv | 3 | 0.35
layout make-up:
cell class,count,area (µm²)
Fill cell,395,3010
Sequential cell,5,104
Multi-Input combinational cell,12,101
Clock buffer,8,75.1
Timing Repair Buffer,8,68.8
Tap cell,46,57.6
Inverter,1,3.75
what timing repair did:
item,4_1_cts,5_1_grt
resized,11,4
pin swaps,0,2
setup endpoints to repair,5,1
setup buffers,1,1
power by group through the flow:
| stage | combinational [W] | sequential [W] | clock, W |
|---|---|---|---|
| CTS | 0.0000488 | 0.000189 | 0.000519 |
| global route | 0.0000701 | 0.000191 | 0.000554 |
| finish | 0.0000616 | 0.000191 | 0.000496 |
layer usage:
metal	track usage [%]	wire length, µm	vias up
met5	0	0	-
met1	1.47	197	80
li1	-	-	91
met3	2.95	147	0
met4	0.528	0	0
met2	2.01	174	14
Power figures rest on the tool's default switching activity, not on a simulated workload.
