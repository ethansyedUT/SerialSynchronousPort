## flow/design.v

```verilog
module w_slave (
    input rst_i,
    input clk_i,
    input [31:0] dat_i,
    input [25:0] adr_i,
    input tagn_i,
    input we_i,
    input stb_i,
    input cyc_i,
    output reg [25:0] mem_adr_o,
    output reg mem_r_o,
    output reg mem_w_o,
    output reg ssp_sel_o,
    output reg ssp_w_o,
    output reg [31:0] data_o,
    output reg tagn_o,
    output reg ack_o,
    inout [31:0] dataBus
);
    localparam SSP_TX_ADDR = 26'h0010000;
    localparam SSP_RX_ADDR = 26'h0010001;
    localparam MEM_ADDR_MASK = 26'h0010000;  
    reg driving_bus;
    reg [31:0] data_reg;
    assign dataBus = driving_bus ? data_reg : 32'bz;
    always @(posedge clk_i) begin
        if (rst_i) begin
            mem_r_o <= 1'b0;
            mem_w_o <= 1'b0;
            ssp_sel_o <= 1'b0;
            ssp_w_o <= 1'b0;
            ack_o <= 1'b0;
            driving_bus <= 1'b0;
            data_o <= 32'b0;
            data_reg <= 32'b0;
            mem_adr_o <= 26'b0;
            tagn_o <= 1'b0;
        end else begin
            if (stb_i && cyc_i) begin
                mem_r_o <= 1'b0;
                mem_w_o <= 1'b0;
                ssp_sel_o <= 1'b0;
                ssp_w_o <= 1'b0;
                driving_bus <= 1'b0;
                if ((adr_i & MEM_ADDR_MASK) == 0) begin
                    mem_adr_o <= adr_i;
                    if (we_i) begin
                        mem_w_o <= 1'b1;
                        data_o <= dat_i;
                    end else begin
                        mem_r_o <= 1'b1;
                        driving_bus <= 1'b1;
                        data_reg <= dataBus;
                    end
                end else begin
                    ssp_sel_o <= 1'b1;
                    if (adr_i == SSP_TX_ADDR && we_i) begin
                        ssp_w_o <= 1'b1;
                        data_o <= {24'b0, dat_i[7:0]};
                    end else begin
                        if (adr_i == SSP_RX_ADDR && !we_i) begin
                            driving_bus <= 1'b1;
                            data_reg <= {24'b0, dataBus[7:0]};
                        end
                    end
                end
                ack_o <= 1'b1;
                tagn_o <= tagn_i;
            end else begin
                ack_o <= 1'b0;
            end
        end
    end
endmodule
```

## flow/run.sh

```bash
#!/bin/bash
# OpenROAD 26Q1-2900-gdf79404cd8, Yosys 0.63+post, stock flow scripts
make -C /OpenROAD-flow-scripts/flow DESIGN_CONFIG=/design/flow/config.mk WORK_HOME=/design/flow/orfs finish
```

## flow/config.mk

```make
export PLATFORM = sky130hd
export DESIGN_NAME = w_slave
export DESIGN_NICKNAME = w_slave
export VERILOG_FILES = /design/flow/design.v
export SDC_FILE = /design/flow/constraint.sdc
export NUM_CORES = 4
export LEC_CHECK = 1
export CORE_UTILIZATION = 50
```

## flow/constraint.sdc

```tcl
current_design w_slave

set clk_period 6.2
set clk_io_pct 0.2

create_clock -name clk0 -period $clk_period [get_ports {clk_i}]

set non_clock_inputs [all_inputs -no_clocks]
set_input_delay [expr $clk_period * $clk_io_pct] -clock clk0 $non_clock_inputs
set_output_delay [expr $clk_period * $clk_io_pct] -clock clk0 [all_outputs]
```

==> metrics.cfg <==
[die]
die_y_um=77.6
die-area_mm2=0.00603
initCoreUtil_pct=51.9
ios=160
die_x_um=77.6
rows=27
core_area_mm2=0.00551

[drt]
ant_nets=0
drtIter0Drc=93
vias_per_cell=4.67
vias=2416
first_pass_iters=4
drc=0
routed_wl_mm=6.28
wl_per_cell_um=12.1
antenna_cells_inserted=0

[timing]
slew_headroom_pct=59.9
setup_ws_ps=3160
fmax_mhz=329
finalSetupViolCount=0
rsz0062_at_grt=no
slew_viol_final=0
fin_skew_ps=0
worst_pin_slew_ps=602
fin_crit_sh_pct=49.1
hold_ws_ps=452
finalSetupTns_ps=0
finalHoldViolCount=0
period_needed_ps=3040

[critical_path]
reg2reg_depth=3
worst_ep_arrival_time_ps=3300
cp-start-kind=input port
crit_path_end=data_o[20]
reg2reg_slack_ps=5510
r2r_start=ssp_w_o
cp-startpoint=adr_i[16]
endpoint_kind=register
required_ps=6460
reg2reg_to=ssp_w_o
worstSetupPathType=input port to register
cp_max_fo=27

[synth]
synth-seq-cells=64
ys.flop_type=dfxtp_1
top_cell_area_share_pct=44.8
avgSynthCellArea_um2=8.97
syn_inst=319
enable_flop_cells=0
yosysTopAreaCell=dfxtp_1
ys_types=29
ys_seq_share_pct=44.8
ys_cells=319
synth_area_mm2=0.00286
synthArstFlopShare_pct=0
ys_chip_area_mm2=0.00286
yosys_warnings=2
topCellsByArea=dfxtp_1, mux2i_1, nand2_1

[clocking]
cts_buffers=9
ctsHoldBuffers=0
clock_latency_ps=330
cts_tree=yes
clkSinkCount=64
htree_num_levels=3
cts_setup_buffers=0
clock-root-buffer=clkbuf_8
cts_resized=0
clkSlewWorstSetupHoldPaths_ps=70
clock_path_buffers=2

[job]
tool_warnings=26
maxCapViolCount=0

[pwr]
p_total_mw=0.880
p_leak_nw=1.58
vdd_drop_max_mv=0.167
power_density_mw_per_mm2=209

[place]
globalplace.congestion=0.814
placed_cells=501
io_buffers=127
dpl-instance-area_mm2=0.00401
dp_hpwl_mm=4.34
pre_cts_slack_ps=2840

[worst_hold_path]
min_path_type=register to register

[global_routing]
grt_max_degree=74
grt_pass1_vias=2070
grt_overflow=0
grt.total_usage_pct=21.7
grt_first_pass_wirelength_mm=10.0
antenna_found_initial=0

[status]
run_status=completed

[layout]
lay_top_count=clkdlybuf4s50_1
area.growth.synth_to_final_pct=47.0
post-route-util_pct=76.3
finalNonFillerCells=517
final_area_mm2=0.00420
mostFrequentLayoutCells=clkdlybuf4s50_1, nand2_1, dfxtp_1
drive_gt1_share_pct=6.52

final cells by class:
type	instances	area, um2
Fill cell	401	1300
Sequential cell	64	1280
Clock buffer	13	159
Tap cell	72	90.1
Timing Repair Buffer	130	1290
Multi-Input combinational cell	235	1350
Clock inverter	3	40.0
worst min path at each step:
stage,startpoint,endpoint,depth (start not counted)
final,mem_adr_o[13],mem_adr_o[13],2
after global routing,mem_adr_o[4],mem_adr_o[4],2
after CTS,mem_adr_o[13],mem_adr_o[13],2
power breakdown:
group	total (mW)	switching, mW	leakage, nW	internal (mW)
clock network	0.352	0.146	0.103	0.207
logic	0.103	0.0366	0.956	0.0660
registers	0.425	0.00439	0.518	0.421
total	0.880	0.187	1.58	0.693
synthesized netlist by cell type, drive strengths merged, types with 2 or more instances:
| library cell | number |
|---|---|
| nand2b | 40 |
| nor4 | 4 |
| dfxtp | 64 |
| a21oi | 28 |
| clkbuf | 14 |
| o21ai | 2 |
| mux2i | 32 |
| buf | 37 |
| nor2 | 3 |
| nor4b | 2 |
| nand3 | 2 |
| nand2 | 81 |
state kept, by name (all words and copies together), names as in the netlist:
| name | cells |
|---|---|
| mem_adr_o | 26 |
| ssp_sel_o | 1 |
| ack_o | 1 |
| mem_w_o | 1 |
| data_o | 32 |
| tagn_o | 1 |
| ssp_w_o | 1 |
| mem_r_o | 1 |
worst max-delay path, stage by stage:
cell	delay (ps)
clkdlybuf4s50_1	530
and3b_2	600
nand2_1	220
o21ai_4	90
buf_4	380
mux2i_1	230
cell families (layout without fill, tap and decap cells):
| kind of cell | Yosys count | count (layout) | synth area share (%) |
|---|---|---|---|
| DFF | 64 | 64 | 44.8 |
| AOI/OAI and AO/OA | 32 | 32 | 6.26 |
| buffers and inverters | 51 | 146 | 12.2 |
| other | 1 | 32 | 0.131 |
| muxes | 32 | 32 | 11.2 |
| and+or+nand+nor | 139 | 139 | 25.4 |
per-layer routing:
| layer | vias to the layer above | share of wire, % | routed length (um) | global-route usage, % |
|---|---|---|---|---|
| met3 | 4 | 10 | 643 | 7.41 |
| met4 | 0 | 0.92 | 58 | 3.02 |
| li1 | 1209 | - | - | - |
| met5 | - | 0 | 0 | 0 |
| met1 | 1088 | 44 | 2780 | 32.2 |
| met2 | 115 | 45 | 2800 | 32.6 |
No activity file was given, so power comes from the tool's default toggle rates.
