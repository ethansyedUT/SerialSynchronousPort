### flow/design.v
module w_master ( 
    input rst_i, clk_i, mem_req, mwr_arm, memoryRead, memoryWrite, 
    input [25:0] addressBus,
    input [31:0] dat_i, 
    input ack_i, tagn_i,
    output reg [25:0] adr_o, 
    output reg [31:0] dat_o, 
    output reg we_o, stb_o, cyc_o, tagn_o,
    inout [31:0] dataBus
);
    localparam IDLE = 2'b00;
    localparam SETUP = 2'b01;
    localparam ACCESS = 2'b10;
    localparam COMPLETE = 2'b11;
    reg [1:0] state, next_state;
    reg [31:0] data_reg;
    reg driving_bus;
    assign dataBus = (driving_bus)? data_reg : 32'bz;
    always @(posedge clk_i)begin
        if (rst_i)
            state <= IDLE;
        else
            state <= next_state;
    end
    always @(*) begin
        next_state = state;  
        adr_o = addressBus;
        we_o = mwr_arm;
        stb_o = 1'b0;
        cyc_o = 1'b0;
        tagn_o = 1'b0;
        driving_bus = 1'b0;
        dat_o = 32'b0;
        data_reg = 32'b0;
        case (state) 
            IDLE : begin
                if (mem_req && (memoryRead || memoryWrite))
                    next_state = SETUP;
            end
            SETUP : begin
                stb_o = 1'b1;
                cyc_0 = 1'b1;
                if (memoryWrite) 
                    dat_o = dataBus;
                next_state = ACCESS;        
            end
            ACCESS: begin
                stb_o = 1'b1;
                cyc_o = 1'b1;
                if (ack_i) begin
                    if (memoryWrite) begin
                        driving_bus = 1'b1;
                        data_reg = dat_i;
                    end
                    next_state = COMPLETE;
                end
            end
            COMPLETE: begin
                if (memoryRead) begin
                    driving_bus = 1'b1;
                    data_reg = dat_i;
                end
                next_state = IDLE;
            end
        endcase
    end
endmodule
### flow/run.sh
#!/bin/bash
# OpenROAD 26Q1-2900-gdf79404cd8, Yosys 0.63+post, stock flow scripts
make -C /OpenROAD-flow-scripts/flow DESIGN_CONFIG=/design/flow/config.mk WORK_HOME=/design/flow/orfs finish
### flow/config.mk
export PLATFORM = sky130hd
export DESIGN_NAME = w_master
export DESIGN_NICKNAME = w_master
export VERILOG_FILES = /design/flow/design.v
export SDC_FILE = /design/flow/constraint.sdc
export NUM_CORES = 4
export LEC_CHECK = 1
export CORE_AREA = 10 10 70 70
export DIE_AREA = 0 0 80 80
### flow/constraint.sdc
current_design w_master

set clk_period 3.4
set clk_io_pct 0.2

create_clock -name clk0 -period $clk_period [get_ports {clk_i}]

set non_clock_inputs [all_inputs -no_clocks]
set_input_delay [expr $clk_period * $clk_io_pct] -clock clk0 $non_clock_inputs
set_output_delay [expr $clk_period * $clk_io_pct] -clock clk0 [all_outputs]
==> run notes <==
Physical implementation status

Post-route period utilization is reported as 0.802. Looking at the setup timing report, the critical path kind is input port to output port. The violation tally recorded at the end of detailed-routing iteration 0 is 9. The number of warnings issued by yosys stands at 4. The number of different library cells used by synthesis comes to 16.

For this run, the register share of the synthesized area comes to 0.0937. The largest individual stage delay along the critical path comes from the cell sky130_fd_sc_hd__a32oi_4. The worst setup path is launched from an input port. The count of buffering cells on the critical path with inverters included stands at 2. For this design the total switching power over the nets is 35.3 uW.

The post-synthesis async set-or-reset flop share stands at 0. The die footprint stands at 6400 um2. The total power divided by cell area stands at 179 nW/um2. The flow ran to the end, and the final reports show no timing, DRC or antenna violations.

The detailed placement HPWL stands at 2.50 mm. The largest net degree at the start of global routing stands at 21. The placement report lists the number of port buffers as 39. In this run the remaining antenna-violating nets after routing total 0. The number of instances resized during post-cts repair stands at 0. The placement summary gives the final routability congestion estimate as 0.829. The final tally of max-slew violations stands at 0. The layout summary lists the proportion of cells stronger than drive strength 1 as 0.0569. For the worst setup path, the data required time is 2.72 ns. Per the run summary, max-cap violations total 0. Counting flops with a built-in enable in the synthesized netlist gives 0. The total track usage stands at 0.0722. The relative contribution of the clock network to total power stands at 0.340. The max-slew check reports its worst relative slack as 0.630.

Among cell families on the critical path, the largest total delay comes from buffers and inverters. The hold violation total from the final report stands at 0. Counting flops per register, the top entry is state. The CTS buffer count stands at 3.

The routed layout reports a DRC error count of 0. The number of ports placed on the die boundary stands at 160. The floorplan has 21 rows. The final antenna diode tally reported by the flow is 0.

The chip width stands at 80 um. TritonCTS built the clock tree. The instance count along the most critical hold path stands at 2. The H-tree level count stands at 1.

The clock input transition at the sequential cells of the worst setup and hold paths stands at 0.04 ns. The internal portion of total power stands at 138 uW. Counting the fill cells in the layout gives 371. The switching share of power stands at 0.204. Per the repair_timing log after CTS, setup buffers inserted total 0. The flip-flop count of the largest register after layout stands at 4. The first global-routing pass estimated 3.71 mm of wire.

According to the report, the first pass of detailed routing completed in 2 iterations. The final-report setup violation count stands at 0. The clock sink total stands at 4. The post-synthesis cell count from yosys stands at 111. In this run the tools logged warnings totalling 26. The cell sequence reported for the critical path is clkdlybuf4s50_1, a32oi_4, buf_4, nor2b_1. Setup repair after global routing left no endpoint under its margin. For the pin with the worst max-slew slack, the measured transition is 0.554 ns. The total area inside the core boundary comes to 3420 um2. The peak clock frequency supported by timing stands at 367 MHz. STA classifies the critical path endpoint as an output port. Across the VDD grid, the largest voltage drop is 0.177 mV. The routed layout has 604 vias. The routed design has 2.77 mm of wire. At the floorplan stage, the core utilization is reported as 0.250.

The global route stage reports its total congestion overflow as 0. The routed wirelength normalized by instance count stands at 16.4 um. The static leakage power stands at 0.000391 uW.

The final setup skew stands at 0.00425 ns. Synthesis produced 111 cells. Of the total power, combinational logic draws 0.361. The chip area from the yosys synthesis statistics stands at 855 um2. The clock period could shrink to 2.73 ns.

The highest net fanout along the worst path stands at 20. In this run the worst hold path is classified as flop to flop. Before any placement, the netlist area is recorded as 855 um2. The data arrival time at the worst-slack endpoint stands at 2.05 ns. The mean number of vias per cell stands at 3.57.

The post-synthesis sequential element count stands at 4. The setup total negative slack stands at 0 ns. The tree is rooted in a sky130_fd_sc_hd__clkbuf_4. For this design, the CTS-stage hold fixing added 0 buffers. The peak per-stage delay on the critical path stands at 0.54 ns. The mean instance size in the synthesized netlist stands at 7.70 um2. In this run the vertical extent of the chip is 80 um. The layout overhead on the synthesized area stands at 13.3%. The worst-skew pair later-pin latency stands at 0.23 ns. The initial antenna violation count stands at 0. Looking at the cell usage after synthesis, the top flip-flop cell is sky130_fd_sc_hd__dfxtp_1. The logic depth of the worst path, buffers included stands at 4. The proportion of power drawn by flip-flops and latches stands at 0.299. The number of global-route vias before repair stands at 649. In the final layout, the registers with the most flip-flops are state: 4 flops. The design draws 173 uW.

Looking at the clock tree report, the maximum root-to-sink buffer count equals 2. The cell depth of the worst flop-to-flop path stands at 2.
-- logic make-up (layout without fill, tap and decap cells) --
logic type | count (synthesis) | in the layout | share of synthesized area
flops | 4 | 4 | 0.0937
compound gates | 4 | 4 | 0.0542
other cells | 1 | 33 | 0.00439
simple gates | 38 | 38 | 0.277
buf+inv | 64 | 44 | 0.571
-- power groups by stage --
| stage | logic (uW) | registers [uW] | clock network [uW] |
|---|---|---|---|
| after global routing | 69.4 | 51.9 | 66.2 |
| final | 62.5 | 51.8 | 58.9 |
| after CTS | 64.8 | 51.8 | 61.8 |
-- worst reg2reg max path: cells and delay by family (launching register included) --
family | cells | cell delay [ns]
AND/OR/NAND/NOR | 1 | 0.24
AND-OR/OR-AND | 1 | 0.13
flip-flops | 1 | 0.37
-- synthesized netlist by cell type, types with 2 or more instances --
master	count	area share
sky130_fd_sc_hd__nor2_1	2	0.0088
sky130_fd_sc_hd__buf_4	60	0.53
sky130_fd_sc_hd__nor2b_1	30	0.22
sky130_fd_sc_hd__dfxtp_1	4	0.094
sky130_fd_sc_hd__buf_6	3	0.040
sky130_fd_sc_hd__and2b_2	2	0.021
-- path summary, 6_finish.rpt --
check / start / endpoint / slack (ns)
hold reg to reg: state[2] / state[1] / 0.47
hold / removal: state[2] / state[1] / 0.47
setup / recovery: memoryWrite / dataBus[1] / 0.67
setup reg to reg: state[1] / state[1] / 2.59
-- through the flow --
| stage | area [um2] | hold WS (ns) | util | worst slack (ns) | cells |
|---|---|---|---|---|---|
| final | 968 | 0.468 | 0.284 | 0.675 | 169 |
| after global routing | 968 | 0.495 | 0.284 | 0.532 | 169 |
| after CTS | 968 | 0.470 | 0.284 | 0.626 | 169 |
| after detailed placement | 946 | 0.454 | 0.277 | 0.633 | 166 |
| after global placement | 946 | 0.436 | 0.277 | 0.702 | 166 |
| after floorplan | 975 | 0.419 | - | 1.55 | 143 |
-- metal layers --
| metal | share of wire | GRT usage | up-vias |
|---|---|---|---|
| li1 | - | - | 269 |
| met1 | 0.29 | 0.0611 | 242 |
| met2 | 0.48 | 0.120 | 85 |
| met3 | 0.21 | 0.0682 | 8 |
| met4 | 0.017 | 0.0176 | 0 |
| met5 | 0 | 0 | - |
-- layout make-up --
type                            instances  area [um2]  share of cell area
Clock buffer                            3        22.5              0.0233
Inverter                                1        3.75             0.00388
Multi-Input combinational cell         75         407               0.420
Sequential cell                         4        80.1              0.0827
Tap cell                               46        57.6              0.0594
Timing Repair Buffer                   40         398               0.411
-- layout by cell type (no fill, tap or decap) --
cell and count:
sky130_fd_sc_hd__a211o_1 1, sky130_fd_sc_hd__a21oi_1 1, sky130_fd_sc_hd__a32oi_4 1, sky130_fd_sc_hd__and2b_2 2
sky130_fd_sc_hd__buf_4 1, sky130_fd_sc_hd__clkbuf_4 3, sky130_fd_sc_hd__clkdlybuf4s50_1 39, sky130_fd_sc_hd__conb_1 33
sky130_fd_sc_hd__dfxtp_1 4, sky130_fd_sc_hd__inv_1 1, sky130_fd_sc_hd__nand2_1 1, sky130_fd_sc_hd__nor2_1 2
sky130_fd_sc_hd__nor2b_1 30, sky130_fd_sc_hd__nor3_1 1, sky130_fd_sc_hd__nor3b_1 1, sky130_fd_sc_hd__o21ai_0 1
sky130_fd_sc_hd__or2b_1 1
No activity file was given, so power comes from the tool's default toggle rates.
